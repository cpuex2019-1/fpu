===== /design/flow/run.sh =====
#!/bin/bash
# OpenROAD 26Q1-2900-gdf79404cd8, Yosys 0.63+post, stock flow scripts
make -C /OpenROAD-flow-scripts/flow DESIGN_CONFIG=/design/flow/config.mk WORK_HOME=/design/flow/orfs finish

===== /design/flow/config.mk =====
export PLATFORM = sky130hd
export DESIGN_NAME = fadd
export DESIGN_NICKNAME = fadd
export VERILOG_FILES = /design/flow/design.v
export SDC_FILE = /design/flow/constraint.sdc
export NUM_CORES = 4
export LEC_CHECK = 1
export CORE_UTILIZATION = 30

===== /design/flow/constraint.sdc =====
current_design fadd

set clk_period 20.0
set clk_io_pct 0.2

create_clock -name clk0 -period $clk_period [get_ports {clk}]

set non_clock_inputs [all_inputs -no_clocks]
set_input_delay [expr $clk_period * $clk_io_pct] -clock clk0 $non_clock_inputs
set_output_delay [expr $clk_period * $clk_io_pct] -clock clk0 [all_outputs]

===== /design/flow/design.v =====
module fadd_stage1(
  input wire [31:0] s,
  input wire [31:0] t,
  output wire [31:0] g,
  output wire [31:0] l,
  output wire [26:0] one_mantissa_d_27bit,
  output wire for_sticky
);
wire [0:0] sign_s, sign_t, sign_d;
wire [7:0] exponent_s, exponent_t, exponent_d;
wire [22:0] mantissa_s, mantissa_t, mantissa_d;
assign sign_s = s[31:31];
assign sign_t = t[31:31];
assign exponent_s = s[30:23];
assign exponent_t = t[30:23];
assign mantissa_s = s[22:0];
assign mantissa_t = t[22:0];
wire s_greater_than_t;
assign s_greater_than_t = ({exponent_s, mantissa_s} > {exponent_t, mantissa_t}) ? 1 : 0;
assign g = s_greater_than_t ? s : t;
assign l = s_greater_than_t ? t : s;
wire is_add;
assign is_add = (sign_s == sign_t) ? 1 : 0;
wire [0:0] sign_g, sign_l;
wire [7:0] exponent_g, exponent_l;
wire [22:0] mantissa_g, mantissa_l;
assign sign_g = s_greater_than_t ? sign_s : sign_t;
assign sign_l = s_greater_than_t ? sign_t : sign_s;
assign exponent_g = s_greater_than_t ? exponent_s : exponent_t;
assign exponent_l = s_greater_than_t ? exponent_t : exponent_s;
assign mantissa_g = s_greater_than_t ? mantissa_s : mantissa_t;
assign mantissa_l = s_greater_than_t ? mantissa_t : mantissa_s;
wire [24:0] one_mantissa_g, one_mantissa_l;
assign one_mantissa_g = {2'b01, mantissa_g};
assign one_mantissa_l = {2'b01, mantissa_l};
wire [7:0] relative_scale;
wire [4:0] pre_shift;
wire [55:0] one_mantissa_g_56bit, one_mantissa_l_56bit, one_mantissa_d_56bit;
wire [26:0] one_mantissa_g_27bit, one_mantissa_l_27bit;
assign relative_scale = exponent_g - exponent_l;
assign pre_shift =  (relative_scale > 8'b00011001) ? 5'b11111 : relative_scale[4:0];
assign one_mantissa_g_56bit = {one_mantissa_g, 31'b0};
assign one_mantissa_l_56bit = {one_mantissa_l, 31'b0} >> pre_shift;
assign one_mantissa_g_27bit = one_mantissa_g_56bit[55:29];
assign one_mantissa_l_27bit = one_mantissa_l_56bit[55:29];
assign one_mantissa_d_27bit =
  is_add ? one_mantissa_g_27bit + one_mantissa_l_27bit : one_mantissa_g_27bit - one_mantissa_l_27bit; 
assign for_sticky = |(one_mantissa_l_56bit[28:0]);
endmodule
module fadd_stage2(
  input wire [31:0] s,
  input wire [31:0] t,
  input wire [26:0] one_mantissa_d_27bit,
  input wire for_sticky,
  output wire [22:0] one_mantissa_d_scaled,
  output wire [4:0] shift,
  output wire [4:0] shift_left,
  output wire shift_right,
  output wire [3:0] for_round
);
wire [0:0] sign_s, sign_t, sign_d;
wire [7:0] exponent_s, exponent_t, exponent_d;
wire [22:0] mantissa_s, mantissa_t, mantissa_d;
assign sign_s = s[31:31];
assign sign_t = t[31:31];
assign exponent_s = s[30:23];
assign exponent_t = t[30:23];
assign mantissa_s = s[22:0];
assign mantissa_t = t[22:0];
wire s_greater_than_t;
assign s_greater_than_t = ({exponent_s, mantissa_s} > {exponent_t, mantissa_t}) ? 1 : 0;
wire [7:0] exponent_g, exponent_l;
assign exponent_g = s_greater_than_t ? exponent_s : exponent_t;
assign exponent_l = s_greater_than_t ? exponent_t : exponent_s;
wire is_add;
assign is_add = (sign_s == sign_t) ? 1'b1 : 1'b0;
wire [7:0] relative_scale;
assign relative_scale = exponent_g - exponent_l;
assign shift = 
    (one_mantissa_d_27bit[25:25] == 1'b1) ? 0 :
    (one_mantissa_d_27bit[24:24] == 1'b1) ? 1 :
    (one_mantissa_d_27bit[23:23] == 1'b1) ? 2 :
    (one_mantissa_d_27bit[22:22] == 1'b1) ? 3 :
    (one_mantissa_d_27bit[21:21] == 1'b1) ? 4 :
    (one_mantissa_d_27bit[20:20] == 1'b1) ? 5 :
    (one_mantissa_d_27bit[19:19] == 1'b1) ? 6 :
    (one_mantissa_d_27bit[18:18] == 1'b1) ? 7 :
    (one_mantissa_d_27bit[17:17] == 1'b1) ? 8 :
    (one_mantissa_d_27bit[16:16] == 1'b1) ? 9 :
    (one_mantissa_d_27bit[15:15] == 1'b1) ? 10 :
    (one_mantissa_d_27bit[14:14] == 1'b1) ? 11 :
    (one_mantissa_d_27bit[13:13] == 1'b1) ? 12 :
    (one_mantissa_d_27bit[12:12] == 1'b1) ? 13 :
    (one_mantissa_d_27bit[11:11] == 1'b1) ? 14 :
    (one_mantissa_d_27bit[10:10] == 1'b1) ? 15 :
    (one_mantissa_d_27bit[9:9] == 1'b1) ? 16 :
    (one_mantissa_d_27bit[8:8] == 1'b1) ? 17 :
    (one_mantissa_d_27bit[7:7] == 1'b1) ? 18 :
    (one_mantissa_d_27bit[6:6] == 1'b1) ? 19 :
    (one_mantissa_d_27bit[5:5] == 1'b1) ? 20 :
    (one_mantissa_d_27bit[4:4] == 1'b1) ? 21 :
    (one_mantissa_d_27bit[3:3] == 1'b1) ? 22 :
    (one_mantissa_d_27bit[2:2] == 1'b1) ? 23 :
    (one_mantissa_d_27bit[1:1] == 1'b1) ? 24 :
    (one_mantissa_d_27bit[0:0] == 1'b1) ? 25 : 26;
assign shift_right = one_mantissa_d_27bit[26:26];
assign shift_left =
    shift >= exponent_g ? exponent_g - 8'd1 : shift;
wire [55:0] d_concat_l;
wire [55:0] d_concat_l_shift;
wire [55:0] one_mantissa_d_56bit;
assign d_concat_l =
  { one_mantissa_d_27bit, 29'd0 };
assign one_mantissa_d_56bit =
  is_add ? d_concat_l >> shift_right : d_concat_l << shift_left;
wire ulp, guard, round, sticky, dropped;
assign dropped = one_mantissa_d_27bit[0:0];
assign ulp = one_mantissa_d_56bit[31:31];
assign guard = one_mantissa_d_56bit[30:30];
assign round = one_mantissa_d_56bit[29:29];
assign sticky = for_sticky || (shift_right && dropped);
assign one_mantissa_d_scaled = one_mantissa_d_56bit[53:31];
assign for_round = {ulp, guard, round, sticky};
endmodule
module fadd_stage3(
    input wire [31:0] s,
    input wire [31:0] t,
    input wire [22:0] one_mantissa_d_scaled,
    input wire [4:0] shift,
    input wire [4:0] shift_left,
    input wire shift_right,
    input wire [3:0] for_round,
    output wire [31:0] d
);
wire [0:0] sign_s, sign_t, sign_d;
wire [7:0] exponent_s, exponent_t, exponent_d;
wire [22:0] mantissa_s, mantissa_t, mantissa_d;
assign sign_s = s[31:31];
assign sign_t = t[31:31];
assign exponent_s = s[30:23];
assign exponent_t = t[30:23];
assign mantissa_s = s[22:0];
assign mantissa_t = t[22:0];
wire s_greater_than_t;
assign s_greater_than_t = ({exponent_s, mantissa_s} > {exponent_t, mantissa_t}) ? 1 : 0;
wire sign_g;
wire [7:0] exponent_g, exponent_l;
assign sign_g = s_greater_than_t ? sign_s : sign_t;
assign exponent_g = s_greater_than_t ? exponent_s : exponent_t;
assign exponent_l = s_greater_than_t ? exponent_t : exponent_s;
wire is_add;
assign is_add = (sign_s == sign_t) ? 1'b1 : 1'b0;
wire [7:0] relative_scale;
assign relative_scale = exponent_g - exponent_l;
wire ulp, guard, round, sticky, flag;
wire [23:0] mantissa_d_rounded;  
wire carry_round;
assign ulp = for_round[3:3];
assign guard = for_round[2:2];
assign round = for_round[1:1];
assign sticky = for_round[0:0];
assign flag =
    (ulp && guard && (~round) && (~sticky)) ||
    (guard && (~round) && sticky && (sign_s == sign_t)) ||
    (guard && round);
assign mantissa_d_rounded = {1'b0,one_mantissa_d_scaled} + {23'b0, flag};
assign carry_round = mantissa_d_rounded[23:23];
assign sign_d = sign_g;
assign mantissa_d = mantissa_d_rounded[22:0];
assign exponent_d =
is_add ? 
    exponent_g + {7'b0, shift_right} + {7'b0, carry_round}
:
    exponent_g - {3'b0, shift_left} + {7'b0, carry_round};
wire s_is_nan;
assign s_is_nan =
    exponent_s == 8'd255 && mantissa_s != 8'd0;
wire t_is_nan;
assign t_is_nan =
    exponent_t == 8'd255 && mantissa_t != 8'd0;
wire s_is_inf;
assign s_is_inf =
    exponent_s == 8'd255 && mantissa_s == 8'd0;
wire t_is_inf;
assign t_is_inf =
    exponent_t == 8'd255 && mantissa_t == 8'd0;
wire d_is_inf;
assign d_is_inf =
    exponent_d == 8'd255 && shift_right == 1'b1;
wire s_is_zero;
assign s_is_zero =
    exponent_s == 8'd0 && mantissa_s == 8'd0;
wire t_is_zero;
assign t_is_zero =
    exponent_t == 8'd0 && mantissa_t == 8'd0;
wire d_is_s, d_is_t, d_is_zero;
assign d_is_s =
    t_is_zero || (s_greater_than_t && relative_scale > 8'b00011000);
assign d_is_t =
    s_is_zero || (~s_greater_than_t && relative_scale > 8'b00011000);
assign d_is_zero =
    (sign_s != sign_t) && (exponent_s == exponent_t) && (mantissa_s == mantissa_t);
wire d_is_denormalized;
assign d_is_denormalized = 
    ~is_add && (shift_left < shift);
assign d = 
    t_is_nan ? {sign_t, 8'd255, mantissa_t} :
    s_is_nan ? {sign_s, 8'd255, mantissa_s} :
    s_is_inf && t_is_inf ? (sign_s == sign_t ? {sign_s, 8'd255, 23'd0} : {1'b0, 8'd255, 1'b1, 22'd0}) :
    s_is_inf ? {sign_s, 8'd255, 23'd0} :
    t_is_inf ? {sign_t, 8'd255, 23'd0} :
    d_is_inf ? {sign_d, 8'd255, 23'b0} :
    d_is_s ? {sign_s, exponent_s, mantissa_s} :
    d_is_t ? {sign_t, exponent_t, mantissa_t} :
    d_is_zero ? {1'b0, 8'b0, 23'b0} :
    d_is_denormalized ? {sign_d, 8'd0, mantissa_d} :
    {sign_d, exponent_d, mantissa_d};
endmodule
module fadd(
  input wire clk,
  input wire [31:0] s,
  input wire [31:0] t,
  output wire [31:0] d
);
wire [31:0] wire_g1, wire_g2, wire_g3;
reg [31:0] reg_g1, reg_g2, reg_g3;
wire [31:0] wire_l1, wire_l2, wire_l3;
reg [31:0] reg_l1, reg_l2, reg_l3;
wire [26:0] wire_one_mantissa_d_27bit1, wire_one_mantissa_d_27bit2;
reg [26:0] reg_one_mantissa_d_27bit1, reg_one_mantissa_d_27bit2;
wire wire_for_sticky1, wire_for_sticky2;
reg reg_for_sticky1, reg_for_sticky2;
wire [22:0] wire_one_mantissa_d_scaled2, wire_one_mantissa_d_scaled3;
reg [22:0] reg_one_mantissa_d_scaled2, reg_one_mantissa_d_scaled3;
wire [4:0] wire_shift2, wire_shift3;
reg [4:0] reg_shift2, reg_shift3;
wire [4:0] wire_shift_left2, wire_shift_left3;
reg [4:0] reg_shift_left2, reg_shift_left3;
wire wire_shift_right2, wire_shift_right3;
reg reg_shift_right2, reg_shift_right3;
wire [3:0] wire_for_round2, wire_for_round3;
reg [3:0] reg_for_round2, reg_for_round3;
fadd_stage1 u1(s, t, wire_g1, wire_l1, wire_one_mantissa_d_27bit1, wire_for_sticky1);
fadd_stage2 u2(wire_g2, wire_l2, wire_one_mantissa_d_27bit2, wire_for_sticky2, wire_one_mantissa_d_scaled2, wire_shift2, wire_shift_left2, wire_shift_right2, wire_for_round2);
fadd_stage3 u3(wire_g3, wire_l3, wire_one_mantissa_d_scaled3, wire_shift3, wire_shift_left3, wire_shift_right3, wire_for_round3, d);
assign wire_g2 = reg_g2;
assign wire_g3 = reg_g3;
assign wire_l2 = reg_l2;
assign wire_l3 = reg_l3;
assign wire_one_mantissa_d_27bit2 = reg_one_mantissa_d_27bit2;
assign wire_for_sticky2 = reg_for_sticky2; 
assign wire_one_mantissa_d_scaled3 = reg_one_mantissa_d_scaled3;
assign wire_shift3 = reg_shift3;
assign wire_shift_left3 = reg_shift_left3;
assign wire_shift_right3 = reg_shift_right3;
assign wire_for_round3 = reg_for_round3;
always @(posedge clk) begin
  reg_g3 <= wire_g2;
  reg_l3 <= wire_l2;
end
always @(posedge clk) begin
  reg_g2 <= wire_g1;
  reg_l2 <= wire_l1;
end
always @(posedge clk) begin
  reg_one_mantissa_d_27bit2 <= wire_one_mantissa_d_27bit1;
  reg_for_sticky2 <= wire_for_sticky1;
  reg_one_mantissa_d_scaled3 <= wire_one_mantissa_d_scaled2;
  reg_shift3 <= wire_shift2;
  reg_shift_left3 <= wire_shift_left2;
  reg_shift_right3 <= wire_shift_right2;
  reg_for_round3 <= wire_for_round2;
end
endmodule

==> run_results.csv <==
group,metric,value,unit
floorplanning,die_x,239.2,um
floorplanning,core_area,55310,um^2
worst_hold_path,holdCritPathClass,"flop to flop",
timing,skew,0.01007,ns
timing,finalClockPeriodUsage,0.6602,
cells_and_area,flop_area,3864,um^2
clock_tree,cts-buffers-inserted,17,
timing,max_freq,0.07573,GHz
clock_tree,ctsRootBufferMaster,"clkbuf_16",
setup_path,crit_fanout,24,
synthesis,netlist_instances,2202,
routing,ant_nets,0,
cells_and_area,drive_gt1_frac,0.06474,
synthesis,top_area_frac,0.2290,
routing,wl,63.24,mm
global_routing,overflow,0,
routing,drt-met1-wl,29.38,mm
synthesis,adder_share,0.1281,
clock_tree,cts_tree,"done",
synthesis,ff_type,"dfxtp_1",
routing,routed.top_layer,"met5",
floorplanning,core.rowCount,86,
power,p_per_area,114.0,nW/um^2
setup_path,crit_path_top_delay_cell,"ha_1",
power,total_power,2.205,mW
setup_path,critPathBufInv,2,
timing,fin_crit,13.20,ns
clock_tree,cts_setup_buffers,0,
run_status,status,"finished, final reports clean",
routing,num_antenna_cells,0,
timing,slew_headroom,0.3354,
synthesis,ys_top_logic_family,"AND-OR/OR-AND gates",
clock_tree,clk_latency,0.46,ns
run,maxCapViolations,0,
setup_path,start_kind,"input port",
synthesis,syn_avg_cell_area,7.663,um^2
synthesis,ys_seq_elements,193,
routing,first_pass_iters,5,
placement,place_hpwl,52.43,mm
setup_path,cpPeakStageDelay,0.74,ns
placement,post_dp_cell_area,18730,um^2
synthesis,synthArstFlopShare,0,
global_routing,antenna_found_initial,1,
synthesis,yosysCellCount,2202,
synthesis,ys_sh_aoi,0.2419,
synthesis,netlist_top_cells_count,"214 x inv_1, 214 x nand2_1, 193 x dfxtp_1",
synthesis,synth-simple-area-share,0.2059,
routing,avgRoutedWirePerCell,20.84,um
synthesis,synth_area,16870,um^2
setup_path,critical_path_arrival,13.54,ns
routing,initialDrtViolationCount,1299,
cells_and_area,comb_area,11790,um^2
floorplanning,io_pins,97,
setup_path,worst-setup-path-type,"input port to flop",
cells_and_area,syn2layout_area_growth,14.58,%
timing,worst_slew_pin_slew,0.9865,ns
global_routing,grt_first_pass_wirelength,95.25,mm
synthesis,xor_share,0.03989,
routing,drc,0,
global_routing,track_usage,0.2236,
synthesis,synth.area.top_cells,"dfxtp_1 23%, ha_1 12%, mux2i_1 6.9%",
floorplanning,chipArea,57200,um^2
timing,hold_violations,0,
synthesis,yosysSeqAreaShare,0.2290,
timing,setup-tns-final,0,ns
placement,place_congestion,0.9554,
setup_path,cp_data_required_time,20.34,ns
clock_tree,htree_num_levels,4,
routing,wl_met3,3.514,mm
timing,rsz0062_at_grt,"false",
clock_tree,cts.sink_count,193,
synthesis,ys_warn_count,1,
global_routing,grt_pass1_vias,15590,
synthesis,ys_chip_area,16870,um^2
placement,port_buffers,96,
run,warnings,47,
timing,finalWorstSetupSlack,6.795,ns
routing,viasPerCell,5.450,
synthesis,yosys.cell_types.count,100,
timing,setup_violations,0,
power,leakagePower,8.492,nW
clock_tree,clk_pin_slew,0.07,ns
setup_path,critPathTopFamily,"AND-OR/OR-AND gates",
synthesis,muxShareOfSynthArea,0.08074,
global_routing,grt_max_degree,64,
synthesis,synth-edff-count,0,
setup_path,cp_common_cell,"a21oi_1",
setup_path,cp-end-kind,"flop",
cells_and_area,n_fill_cell,5765,
power,vdd_ir_drop_max,65.12,uV
placement,dp_slack,6.519,ns
clock_tree,clock_path_buffers,2,
synthesis,largest_area_cell,"dfxtp_1",
floorplanning,die_h,239.2,um
clock_tree,cts_hold_buffers,0,
floorplanning,fp-utilization,0.3051,
cells_and_area,fin_area,19340,um^2
routing,via_count,16540,
routing,wl_met2,28.02,mm
timing,slew_violations,0,
clock_tree,cts-resized-gates,0,
[worst register-to-register path, cell delays in order, from the launching register on]
cell       delay (ns)
dfxtp_1          0.48
inv_1            0.11
ha_1             0.30
a21o_1           0.18
a21o_1           0.16
a21oi_1          0.14
o21ai_0          0.25
a2111oi_0        0.65
nor2b_1          0.21
a311oi_1         0.06
buf_4            0.20
and2_1           0.27
o21a_1           0.24
inv_1            0.06
ha_1             0.21
nand2b_1         0.14
a21o_1           0.17
a21oi_1          0.14
nor2b_1          0.06
o21ai_0          0.16
nand2b_1         0.10
o21ai_1          0.44
mux2i_1          0.38
inv_2            0.24
nor2_1           0.09
nand2_1          0.68
a211oi_1         0.11
nor4b_1          0.62
[per-layer routing]
metal  global-route usage  up-vias
li1                     -     8071
met1               0.3313     7796
met2               0.3435      575
met3              0.02397       91
met4              0.06954        2
met5                    0        -
[state kept, by name (all words and copies together) (netlist names), 5 cells and up]
signal                      count
reg_g2                         32
reg_g3                         32
reg_l2                         32
reg_l3                         32
reg_one_mantissa_d_27bit2      27
reg_one_mantissa_d_scaled3     23
reg_shift3                      5
reg_shift_left3                 5
[layout make-up]
class / count / share of cell area
Multi-Input combinational cell: 1700 / 0.6096
Sequential cell: 193 / 0.1998
Timing Repair Buffer: 145 / 0.06872
Tap cell: 748 / 0.04840
Inverter: 216 / 0.04193
Clock buffer: 17 / 0.02200
Clock inverter: 15 / 0.009512
[per-stage QoR]
| step | cells | util | hold WS (ns) |
|---|---|---|---|
| after floorplan | 2202 | - | 0.3308 |
| after global placement | 3002 | 0.3386 | 0.3403 |
| after detailed placement | 3002 | 0.3386 | 0.3403 |
| after CTS | 3034 | 0.3496 | 0.3666 |
| after global routing | 3034 | 0.3496 | 0.3701 |
| final | 3034 | 0.3496 | 0.3626 |
[layout by cell type, fill, tap and decap left out, types with 7 or more instances in the layout]
master           count
xnor2_1             52
mux2i_1            116
a22oi_1              7
buf_4               49
o21ai_1              9
and3_1              22
ha_1               168
and2_1              16
inv_1              214
clkbuf_16           17
nor2b_1             17
o21ai_0            126
nand3_1             48
o21bai_1            27
nand4_1             33
a221o_1             15
a21oi_1            177
nor4_1              30
o31ai_1              9
xor2_1              22
nor3_1              62
a21o_1              49
o22ai_1             27
dfxtp_1            193
nand2_1            213
and4_1              18
a31oi_1             12
a211oi_1            23
nand2b_1            29
or3_1               11
nor2_1             157
a21boi_0             7
o221ai_1            23
mux2_2              15
a2111oi_0            7
o211ai_1             9
o31a_1               7
o21a_1              15
clkdlybuf4s50_1     96
[cells by family (layout without fill, tap and decap cells)]
logic type | after synthesis | in the layout
flip-flops | 193 | 193
AND/OR/NAND/NOR | 700 | 700
buffers and inverters | 309 | 393
multiplexers | 133 | 133
AND-OR/OR-AND | 620 | 620
XOR/XNOR | 76 | 76
adder cells (fa/ha/maj) | 171 | 171
[report_power, final]
part | switching (mW) | total [mW] | internal [mW]
clock | 0.166 | 0.346 | 0.180
sequential | 0.125 | 0.602 | 0.477
combinational | 0.715 | 1.26 | 0.542
total | 1.01 | 2.20 | 1.20
[worst paths after layout]
check	startpoint	end	slack (ns)	depth (start not counted)
worst min register to register	reg_l2[12]	reg_l3[12]	0.36	0
worst max register to register	reg_l2[24]	reg_one_mantissa_d_scaled3[17]	13.00	27
worst min-delay path	reg_l2[12]	reg_l3[12]	0.36	0
worst max-delay path	t[24]	reg_one_mantissa_d_27bit2[24]	6.80	38
Power is estimated from default activity; no workload was simulated.
